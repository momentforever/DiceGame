==> /design/flow/design.v <==
module pianxuan(a,b,c,d,g,e,n,clk);
input [7:0]a;
input [7:0]b;
input [7:0]c;
input [7:0]d;
input [7:0]g;
input clk;
output [7:0]e;
output [4:0]n;
reg [7:0]e;
reg [4:0]n;
reg [3:0]f;
always @(posedge clk)
begin
case(f)
 4:begin
  e<=g;
  n<=5'b11110;
  f<=3;
 end
 3:begin 
  e<=a;
  n<=5'b11101;
  f<=2;
 end
 2:begin
  e<=b;
  n<=5'b11011;
  f<=1;
 end
 1:begin
  e<=c;
  n<=5'b10111;
  f<=0;
 end
 0:begin
  e<=d;
  n<=5'b01111;
  f<=4;
 end
endcase 
end
endmodule
==> /design/flow/run.sh <==
#!/bin/bash
# OpenROAD 26Q1-2900-gdf79404cd8, Yosys 0.63+post, stock flow scripts
make -C /OpenROAD-flow-scripts/flow DESIGN_CONFIG=/design/flow/config.mk WORK_HOME=/design/flow/orfs finish
==> /design/flow/config.mk <==
export PLATFORM = sky130hd
export DESIGN_NAME = pianxuan
export DESIGN_NICKNAME = pianxuan
export VERILOG_FILES = /design/flow/design.v
export SDC_FILE = /design/flow/constraint.sdc
export NUM_CORES = 4
export LEC_CHECK = 1
export CORE_AREA = 10 10 86 86
export DIE_AREA = 0 0 96 96
==> /design/flow/constraint.sdc <==
current_design pianxuan

set clk_period 2.2
set clk_io_pct 0.2

create_clock -name clk0 -period $clk_period [get_ports {clk}]

set non_clock_inputs [all_inputs -no_clocks]
set_input_delay [expr $clk_period * $clk_io_pct] -clock clk0 $non_clock_inputs
set_output_delay [expr $clk_period * $clk_io_pct] -clock clk0 [all_outputs]
==> run summary <==
Quick summary of the implementation run below.

For reference, the clock transition at the flip-flops on the worst setup and hold paths is 0.07 ns. The cell count after placement came out at 186. The number of clock buffers inserted by TritonCTS came out at 3. The share of the clock period used by the worst path after layout came out at 0.794. The global placement routability congestion came out at 0.774. The residual DRC count came out at 0. Looking at the gate-level netlist, the highest instance count belongs to sky130_fd_sc_hd__a22oi_1.

The die span in y came out at 96 um. The count of TritonRoute iterations in the first routing pass is 4. Detailed placement reports a standard cell area of 1390 um2. TritonCTS built the clock tree. The global-route wire length before repair came out at 4.28 mm. Per the synth stats, the flop cell with the highest instance count is sky130_fd_sc_hd__edfxtp_1.

The post-CTS setup-driven buffer insertion count came out at 0. The layout overhead on the synthesized area came out at 86.2%. The number of DRC markers after the initial detailed-route iteration came out at 59. Ranked by instance count, the synthesized netlist is headed by sky130_fd_sc_hd__a22oi_1, sky130_fd_sc_hd__edfxtp_1, sky130_fd_sc_hd__nor2_1. Setup total negative slack on the finished layout was measured at 0 ns. The initial antenna violation count is 0. The global-route congestion overflow total came out at 0.

The CTS log lists the clock sinks for this run as 18. The kind of end point of the critical path is a register. The floorplan step defined a core boundary enclosing 5540 um2. The worst endpoint data arrival time is 1.67 ns.

The pin count of the biggest net entering global routing is 18. During placement, the flow inserted port buffers numbering 53. The average via count per standard cell came out at 3.68. The number of max-slew violations in the final report is 0. The post-synthesis cell count from yosys came out at 64. The flow ran to the end, and the final reports show no timing, DRC or antenna violations.

The class of the worst hold path is reg2reg. The cell at the root of the clock tree is sky130_fd_sc_hd__clkbuf_8. The max-cap check violation count came out at 0. The sequential cell area is 490 um2. The proportion of synthesized chip area in sequential cells came out at 0.634. The floorplan row count is 27. The number of filler instances in the final layout came out at 593. The final critical path time including I/O delays and setup is 1.75 ns.

The synthesized design spends more area on one cell type than any other, namely sky130_fd_sc_hd__edfxtp_1. The via count of the first global-routing pass is 856. The worst register-to-register path has a depth of 2. For this design the static power due to leakage is 0.466 nW.

The non-filler instance count after layout came out at 190. The cell resize tally after clock tree synthesis is 0. The count of final hold-check violations came out at 0.

The detailed-route wire length per cell came out at 14.9 um. The post-synthesis async set-or-reset flop share is 0. The count of vias placed by the detailed router is 700. STA classifies the critical path startpoint as a register. Summing over the stages, the warning tally comes to 25. The power density over cell area came out at 488 nW/um2. Per the CTS log, the buffer count on the longest clock path is 2. The number of cells on the worst hold path came out at 0. The number of buffers inserted for hold repair after clock tree synthesis is 0. The worst flop-to-flop path endpoint is n[0].

The total I/O pin count came out at 54. The area occupied by multi-input gates came out at 251 um2. The critical path required time is 2.13 ns. Looking at the max-slew report, the worst-margin pin has a slew of 0.542 ns. The share of cells above drive strength 1 came out at 0.0593.

The later pin in the worst-skew pair is clocked with a latency of 0.25 ns. The floorplan-stage core utilization came out at 0.140. The count of warnings emitted by yosys is 1.

Per the timing report, the achievable frequency comes out to 572 MHz. The worst setup path is of the reg2reg kind. The setup clock skew after layout is 0.00482 ns. The chip footprint is 9220 um2. The global-route usage over all layers came out at 0.0601. Setup repair after global routing left no endpoint under its margin. For reference, the top cells by area after synthesis are sky130_fd_sc_hd__edfxtp_1, sky130_fd_sc_hd__a22oi_1, sky130_fd_sc_hd__dfxtp_1. The synthesized instance count came out at 64.

The die outline width is 96 um. The startpoint identified for the worst register-to-register timing path is f[2]. Nets still carrying antenna violations after routing amount to 0.

The worst VDD IR drop from the latest analysis is 225 uV. The final core utilization came out at 0.260. The number of antenna repair diodes is 0.

The number of synthesized flops with an enable pin is 13. The hold path endpoint is f[4]. The share of the synthesized area in the top cell type is 0.505. The cell area after synthesis came out at 773 um2. The final report lists the setup-violating endpoint count as 0. The mean instance size in the synthesized netlist is 12.1 um2. The tally of unique sky130hd cells used after synthesis is 11.

Across all register-to-register paths, the minimum setup slack is 0.45 ns. The final report gives the standard cell area, fillers excluded, as 1440 um2. The area of the synthesized netlist per yosys stat is 773 um2.

The H-tree depth reported by CTS came out at 1. The wire length after detailed routing came out at 2.83 mm. For this run the detailed placement stage logged an HPWL of 2.35 mm. The highest net fanout along the worst path came out at 13.

The worst slew slack as a fraction of its limit is 0.639. The critical hold path startpoint is f[0]. The synthesis stat section lists a flop and latch total of 18.
==> cells in the final DEF (no fill, tap or decap) <==
cell type and n:
sky130_fd_sc_hd__clkdlybuf4s50_1 53, sky130_fd_sc_hd__a22oi_1 16, sky130_fd_sc_hd__edfxtp_1 13, sky130_fd_sc_hd__nor2_1 10, sky130_fd_sc_hd__a31oi_1 8, sky130_fd_sc_hd__dfxtp_1 5
sky130_fd_sc_hd__nand3b_1 4, sky130_fd_sc_hd__clkbuf_8 4, sky130_fd_sc_hd__buf_4 3, sky130_fd_sc_hd__or4_1 1, sky130_fd_sc_hd__or2_1 1
==> metrics by stage <==
step / setup slack, ns / hold slack, ns / power [mW]
final: 0.452 / 0.349 / 0.703
after global routing: 0.341 / 0.357 / 0.732
after floorplan: 0.562 / 0.323 / 0.376
after detailed placement: 0.457 / 0.337 / 0.450
after CTS: 0.443 / 0.351 / 0.710
after global placement: 0.509 / 0.335 / 0.450
==> per-layer routing <==
metal	wire (um)	vias up	global-route usage
met1	954	321	0.0598
met2	1590	17	0.113
met5	0	-	0
li1	-	362	-
met3	285	0	0.0291
met4	0	0	0.00614
==> cells by family (layout without fill, tap and decap cells) <==
| family | Yosys count | in the layout | synth area share |
|---|---|---|---|
| AOI/OAI and AO/OA | 24 | 24 | 0.220 |
| buffers and inverters | 6 | 60 | 0.0404 |
| DFF | 18 | 18 | 0.634 |
| and+or+nand+nor | 16 | 16 | 0.105 |
==> layout make-up <==
type,count,area share
timing repair buffer,56,0.384
sequential,18,0.341
multi-input combinational,40,0.175
tap,72,0.0626
clock buffer,4,0.0382
==> how the worst max path moves through the flow <==
stage	from	to	cells past startpoint
final	f[2]	n[0]	2
after CTS	f[2]	e[6]	2
after global routing	f[2]	n[0]	2
==> report_power, final <==
part	internal [mW]	leakage, nW	switching, mW	total (mW)
Sequential	0.361	0.170	0	0.361
Combinational	0.0659	0.267	0.0149	0.0808
Clock	0.159	0.0288	0.103	0.261
==> worst max-delay path, stage by stage, from the launching register on <==
cell and delay [ns]:
sky130_fd_sc_hd__dfxtp_1 0.45, sky130_fd_sc_hd__or4_1 0.54, sky130_fd_sc_hd__or2_1 0.43
==> flip-flops by register name, indices dropped and copies added, names as in the netlist <==
name  count
f         5
n         5
e         8
No activity file was given, so power comes from the tool's default toggle rates.
