==> design/flow/design.v <==
module radom(clk,keyf,num1,num2,clr,rst); 
input clk;
input keyf;
input clr;
input rst;
output [3:0] num1;
output [3:0] num2;
reg [3:0] num1;
reg [3:0] num2;
reg [3:0] save_num;
reg [3:0] state;
always@(posedge clk or posedge rst)begin
			if(rst==1)begin
				num1<=0;
				num2<=0;
				state<=4'b0000;
				save_num<=0;
			end
			else begin
				save_num<=save_num % 6 + 1;
				case(state)
					4'b0000:begin
						if(clr==1)begin
							state<=4'b0001;
							num1<=0;
							num2<=0;
						end
						else begin 
							state<=4'b0000;
						end
					end
					4'b0001:begin
						if(keyf==1)begin
							num1<=save_num;
							state<=4'b0010;
						end
						else begin 
							state<=4'b0001;
						end
					end
					4'b0010:begin
						if(keyf==0)begin
							num2<=save_num;
							state<=4'b0000;
						end
						else begin 
							state<=4'b0010;
						end
					end
				endcase
			end
end
endmodule
==> design/flow/run.sh <==
#!/bin/bash
# OpenROAD 26Q1-2900-gdf79404cd8, Yosys 0.63+post, stock flow scripts
make -C /OpenROAD-flow-scripts/flow DESIGN_CONFIG=/design/flow/config.mk WORK_HOME=/design/flow/orfs finish
==> design/flow/config.mk <==
export PLATFORM = sky130hd
export DESIGN_NAME = radom
export DESIGN_NICKNAME = radom
export VERILOG_FILES = /design/flow/design.v
export SDC_FILE = /design/flow/constraint.sdc
export NUM_CORES = 4
export LEC_CHECK = 1
export CORE_AREA = 10 10 73 73
export DIE_AREA = 0 0 83 83
==> design/flow/constraint.sdc <==
current_design radom

set clk_period 2.4
set clk_io_pct 0.2

create_clock -name clk0 -period $clk_period [get_ports {clk}]

set non_clock_inputs [all_inputs -no_clocks]
set_input_delay [expr $clk_period * $clk_io_pct] -clock clk0 $non_clock_inputs
set_output_delay [expr $clk_period * $clk_io_pct] -clock clk0 [all_outputs]
==> impl_metrics.toml <==
# yosys + openroad results
[outcome]
outcome = "completed"

[place]
place_congestion = 0.882
post-place-ws_ns = 0.635
portBuffers = 11
dp_hpwl_microns = 1220

[die]
die_h_microns = 83
placementRows = 22
die_w_microns = 83
ios = 12
fp-utilization_pct = 20.8
dieArea_sq_um = 6890
coreArea_sq_um = 3740

[grt]
grt_pass1_vias = 617
grt_overflow_total = 0
grt_usage_pct = 4.88
grt_max_degree = 16
antenna_found_initial = 0
grt_pass1_wl_microns = 2930

[route]
drt-initial-drc-count = 33
via_count = 607
wl_per_cell_microns = 11.8
wirelength_microns = 1660
via_per_inst = 4.30
ant_nets = 0
diodes = 0
drc_errors = 0
drt_pass1_iterations = 4

[yosys]
top_cells_by_count = "dfrtp_1 (14), o21ai_0 (14), nand2_1 (11)"
async_flop_share_pct = 100
synth_top_cell_by_area = "dfrtp_1"
ff_type = "dfrtp_1"
synth-edff-count = 0
ys_types = 28
synth_cells = 81
postSynthSeqShare_pct = 48.4
top_area_share_pct = 45.0
top_cells_by_area = "dfrtp_1 (45%), o21ai_0 (9.0%), nand2_1 (5.3%), ha_1 (4.8%), a22oi_1 (3.9%)"
yosys_area_sq_um = 778
yosysWarningCount = 1
mappedNetlistArea_sq_um = 778
avgSynthCellArea_sq_um = 9.61
ys.flops = 15
synth_stat.cells = 81

[run]
tool_warnings = 25
max-cap-violations = 0

[pwr]
powerDensity_nw_per_um2 = 675
finalPower_mw = 0.658
ir_drop_v = 0.000277
p_leak_nw = 0.425

[clock_tree]
worstSkewPairLatency_ns = 0.25
clk_path_buf_depth = 2
cts.clk_slew.worst_paths_ns = 0.06
cts_buffers = 3
clock_sinks = 15
cts_hold_buf = 0
cts_root_buf = "clkbuf_8"
htree_levels = 1
cts_setup_buffers = 0
cts.repair.resized = 0
cts_tree = "yes"

[final_timing]
slew_viol_final = 0
slew_headroom_pct = 61.4
min_period_ns = 1.79
fin_ws_ns = 0.614
whs_ns = 0.491
tns_ns = 0
skew_ns = 0.00667
grt_setup_unrepaired = "no"
max_freq_mhz = 560
hold_violations = 0
finalClockPeriodUsage_pct = 74.4
setup_viol = 0
tightest_slew_ns = 0.578

[layout]
area_delta_synth_final_pct = 25.2
post-route-util_pct = 26.0
drive_gt1_share_pct = 9.68

[worst_setup_path]
critPathLaunchType = "flip-flop"
worstSetupPathType = "flip-flop to flip-flop"
crit_path_end_kind = "flip-flop"
crit_fanout = 9
crit_arrival_ns = 1.92
required_ns = 2.54

[hold_path]
hold_path_class = "flip-flop to flip-flop"
[state kept, by name, summed over array words and instances (netlist names)]
register  cells
save_num      4
state         3
num1          4
num2          4
[routing by layer]
metal / part of all wire, % / GRT usage (%)
met5: 0 / 0
met4: 0.48 / 0.462
met3: 10 / 2.56
met2: 37 / 6.22
met1: 53 / 7.23
[layout by cell type, fill, tap and decap left out, drive strengths merged, types with 2 or more instances in the layout]
cell           netlist  routed
clkdlybuf4s50        0      11
xor2                 2       2
inv                  6       6
ha                   3       3
clkbuf               1       3
o21ai               14      14
nand2               11      11
a22oi                4       4
and2b                2       2
dfrtp               14      14
a31oi                4       4
nor2b                4       4
[metrics by stage]
stage / cells / instance area, sq um
floorplan: 81 / 778
finish: 141 / 975
global placement: 137 / 928
CTS: 141 / 975
detailed placement: 137 / 928
global route: 141 / 975
[critical path, stage by stage, from the launching register on]
cell and delay, ns:
dfrtp_1 0.48, ha_1 0.38, nor3b_1 0.24, a21oi_1 0.06, nand2_1 0.08, o21ai_0 0.08
ha_1 0.20, xor2_1 0.15
[cells by family after synthesis]
family | synth area share, %
and+or+nand+nor | 15.4
DFF | 48.4
AOI/OAI and AO/OA | 20.3
muxes | 1.29
adders and majority gates | 4.82
xor gates and xnor gates | 3.38
buffers and inverters | 6.43
[final timing paths]
path,start,depth (start not counted),slack (ns),endpoint
max in group asynchronous,rst,2,1.43,num2[2]
max reg2reg,save_num[3],7,0.61,save_num[2]
max,save_num[3],7,0.61,save_num[2]
min in group asynchronous,rst,2,0.59,save_num[0]
min reg2reg,num1[0],2,0.49,num1[0]
min,num1[0],2,0.49,num1[0]
[report_power, final]
| group | total (mW) | internal, mW | leakage [nW] | switching, mW |
|---|---|---|---|---|
| Clock | 0.200 | 0.115 | 0.0255 | 0.0849 |
| Combinational | 0.135 | 0.0852 | 0.207 | 0.0500 |
| Sequential | 0.323 | 0.293 | 0.192 | 0.0294 |
[cell type report]
class | instances | area [sq um]
Fill cell | 417 | 2770
Sequential cell | 15 | 377
Multi-Input combinational cell | 56 | 352
Timing Repair Buffer | 12 | 118
Tap cell | 48 | 60.1
Clock buffer | 3 | 41.3
Inverter | 6 | 22.5
Clock inverter | 1 | 5.00
Power and IR drop assume default switching activity.
