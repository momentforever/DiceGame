### design/flow/run.sh
#!/bin/bash
# OpenROAD 26Q1-2900-gdf79404cd8, Yosys 0.63+post, stock flow scripts
make -C /OpenROAD-flow-scripts/flow DESIGN_CONFIG=/design/flow/config.mk WORK_HOME=/design/flow/orfs finish
### design/flow/config.mk
export PLATFORM = sky130hd
export DESIGN_NAME = div10
export DESIGN_NICKNAME = div10
export VERILOG_FILES = /design/flow/design.v
export SDC_FILE = /design/flow/constraint.sdc
export NUM_CORES = 4
export LEC_CHECK = 1
export CORE_AREA = 10 10 88 88
export DIE_AREA = 0 0 98 98
### design/flow/design.v
module div10(clockin,clockout);
input clockin;
output clockout;
reg [15:0]count;
reg clockout;
parameter N=10;                 
always@(posedge clockin)
  begin
    if(count==N/2-1)
      begin
        count<=0;
        clockout<=~clockout;
      end
    else count<=count+1;
  end
endmodule 
### design/flow/constraint.sdc
current_design div10

set clk_period 3.8
set clk_io_pct 0.2

create_clock -name clk0 -period $clk_period [get_ports {clockin}]

set non_clock_inputs [all_inputs -no_clocks]
set_input_delay [expr $clk_period * $clk_io_pct] -clock clk0 $non_clock_inputs
set_output_delay [expr $clk_period * $clk_io_pct] -clock clk0 [all_outputs]
==> results.py <==
# Metrics from the implementation run
metrics = {
    "placement": {
        "port_buffers": 1,
        "hpwl_um": 838.2,
        "dp.cells": 145,
        "routabilityCongestion": 0.7044,
        "placed_cell_area_um2": 852.1,
    },
    "drt": {
        "ant_nets": 0,
        "route.vias.total": 494,
        "drc": 0,
        "wl_per_cell_um": 7.631,
        "drt_iter0_drc": 14,
        "drtPass1Iterations": 4,
        "routed_wl_um": 1137,
        "detail_route.vias_per_cell": 3.315,
        "diodes": 0,
    },
    "clock_network": {
        "cts.clk_slew.worst_paths_ns": 0.06,
        "cts_buffers": 3,
        "clock_sinks": 17,
        "worstSkewPairLatency_ns": 0.25,
        "htreeDepth": 1,
        "cts_tree": "built",
        "cts_buffer_depth": 2,
        "cts-resized-gates": 0,
        "cts_setup_buffers": 0,
        "cts_hold_buffers": 0,
        "cts_root_buffer": "clkbuf_8",
    },
    "logic_synthesis": {
        "synth_area_um2": 753.2,
        "syn_avg_cell_area_um2": 10.76,
        "synth-seq-cells": 17,
        "synth.distinct_cells": 21,
        "ys_cells": 70,
        "ys.warnings.count": 1,
        "ys_area_um2": 753.2,
        "synthCells": 70,
        "postSynthSeqShare_pct": 46.51,
    },
    "power_and_ir_drop": {
        "powerDensity_nw_per_um2": 344.6,
        "fin_total_pwr_mw": 0.3091,
        "irDropWorstVdd_uv": 171.2,
        "leakage_nw": 0.3258,
    },
    "sta": {
        "finalHoldViolations": 0,
        "worstMarginPinSlew_ns": 0.2891,
        "fmax_mhz": 557.0,
        "setup_viol": 0,
        "drv_slew": 0,
        "finalCriticalPeriod_ns": 1.795,
        "grt_setup_unrepaired": "no",
        "tns_ns": 0,
        "period_used_pct": 47.25,
        "max-slew-margin-rel_pct": 80.70,
        "skew_ns": 0.004146,
    },
    "cells_and_area": {
        "fin_util_pct": 15.15,
        "layout.cells.non_filler": 149,
        "mostFrequentLayoutCells": "dfxtp_1, xor2_1, xnor2_1",
        "num-fill-cells": 650,
        "layout-drive-gt1-share_pct": 10.81,
        "lay_top_count": "dfxtp_1",
        "area_growth_pct": 19.10,
        "final_area_um2": 897.1,
    },
    "setup_path": {
        "end_kind": "primary output",
        "startpoint": "clockout$_DFFE_PN_",
        "path_cells": "clkdlybuf4s50_1",
        "critPathLaunchType": "flop",
        "cp.arrival_ns": 1.04,
        "critPathSlowestCell": "clkdlybuf4s50_1",
        "criticalPathCategory": "flop to primary output",
        "reg2reg_from": "count[0]$_SDFF_PN0_",
        "worstPathRequired_ns": 3.04,
        "critPathBufInv": 1,
        "crit_path_max_fanout": 2,
        "slowest_delay_ns": 0.46,
        "cp_top_family": "buffers and inverters",
    },
    "die": {
        "std_cell_rows": 28,
        "fp.dieW_um": 98,
        "floorplan.core_util_pct": 12.72,
        "die_height_um": 98,
        "ios": 2,
        "dieArea_um2": 9604,
        "core-area_um2": 5921,
    },
    "global_route": {
        "met1_usage_pct": 3.350,
        "met2_usage_pct": 3.807,
        "use_met3_pct": 1.778,
        "grt_busiest_layer": "met2",
        "grt-ovfl-total": 0,
        "grt_pass1_vias": 493,
        "antenna_found_initial": 0,
        "grt_pass1_wl_um": 2173,
        "grtUsageTotal_pct": 2.667,
        "grt_max_degree": 10,
    },
    "worst_hold_path": {
        "hold_path.class": "flop to flop",
        "hold_start": "count[15]$_SDFF_PN0_",
    },
    "run": {
        "max_cap_viol_count": 0,
        "warnings": 26,
    },
    "run_status": {
        "status": "completed",
    },
}
[layout make-up]
| cell class | instances | area [um2] | area share, % |
|---|---|---|---|
| Sequential cell | 17 | 350.3 | 39.05 |
| Inverter | 3 | 11.26 | 1.255 |
| Multi-Input combinational cell | 49 | 386.6 | 43.10 |
| Clock buffer | 4 | 45.04 | 5.021 |
| Timing Repair Buffer | 1 | 10.01 | 1.116 |
| Tap cell | 75 | 93.84 | 10.46 |
[state kept, by name, indices dropped and copies added (netlist names)]
name / flops
count: 16
clockout: 1
[stage by stage]
| step | hold WS (ns) | setup WS [ns] |
|---|---|---|
| 2_1_floorplan | 0.4322 | 2.500 |
| 3_3_place_gp | 0.4448 | 2.254 |
| 3_5_place_dp | 0.4511 | 2.256 |
| 4_1_cts | 0.4599 | 1.985 |
| 5_1_grt | 0.4819 | 1.949 |
| 6_report | 0.4588 | 2.005 |
[power breakdown]
part           leakage (nW)  internal (mW)    total, mW  switching, mW
sequential            0.140          0.180        0.180              0
clock                0.0228         0.0742        0.129         0.0553
combinational         0.163              0  0.000000163              0
[final timing paths]
| check | slack (ns) | cells past startpoint | to |
|---|---|---|---|
| worst max register to register | 2.35 | 4 | clockout$_DFFE_PN_ |
| worst max-delay path | 2.00 | 1 | clockout |
| worst min-delay path | 0.46 | 1 | count[15]$_SDFF_PN0_ |
| worst min register to register | 0.46 | 1 | count[15]$_SDFF_PN0_ |
[synth_stat cells, drive strengths merged]
| master | count | area share [%] |
|---|---|---|
| nand4 | 5 | 6.1 |
| buf | 1 | 0.66 |
| edfxtp | 1 | 4.0 |
| nor3 | 3 | 2.0 |
| nor2b | 1 | 0.83 |
| xnor2 | 7 | 8.1 |
| nor2 | 4 | 2.0 |
| inv | 3 | 1.5 |
| nand3 | 5 | 4.0 |
| ha | 2 | 3.3 |
| nor4 | 4 | 7.0 |
| dfxtp | 16 | 43 |
| nand2 | 4 | 2.0 |
| and4 | 4 | 4.7 |
| nor4b | 2 | 2.3 |
| xor2 | 7 | 8.1 |
| and3 | 1 | 0.83 |
[worst reg2reg max path, delay by kind of cell (launching register included)]
family | cells | cell delay [ns]
and+or+nand+nor | 2 | 0.57
buffers and inverters | 1 | 0.08
DFF | 1 | 0.36
adders and majority gates | 1 | 0.14
[kinds of logic (layout without fill, tap and decap cells)]
kind of cell | Yosys count | after routing | synth area share, %
flip-flops | 17 | 17 | 46.51
buffers and inverters | 4 | 8 | 2.159
AND/OR/NAND/NOR | 33 | 33 | 31.73
adder cells (fa/ha/maj) | 2 | 2 | 3.322
XOR/XNOR | 14 | 14 | 16.28
[routing by layer]
metal	share of wire, %	routed length [um]	up-vias
met5	0	0	-
met4	1.4	16	0
met3	8.2	93	2
met2	41	468	5
met1	49	559	232
li1	-	-	255
Power and IR drop assume default switching activity.
